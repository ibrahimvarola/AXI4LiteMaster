<file path="./design.v">
`timescale 1ns / 1ps
module AXI4LiteMaster#
	(
		parameter integer C_M_AXI_ADDR_WIDTH	= 32,
		parameter integer C_M_AXI_DATA_WIDTH	= 32
	)
    (
        input   wire                            m_axi_aclk,
        input   wire                            m_axi_aresetn,
        input   wire                            read_ena,
        input   wire                            write_ena,
        input   wire [C_M_AXI_ADDR_WIDTH-1:0]   read_addr,
        output  wire [C_M_AXI_DATA_WIDTH-1:0]   read_data,
        output  wire                            read_done,
        input   wire [C_M_AXI_ADDR_WIDTH-1:0]   write_addr,
        input   wire [C_M_AXI_DATA_WIDTH-1:0]   write_data,
        output  wire                            write_done,
        output  wire [C_M_AXI_ADDR_WIDTH-1:0]   M_AXI_ARADDR,
        output  wire                            M_AXI_ARVALID,
        input   wire                            M_AXI_ARREADY,
        input   wire [C_M_AXI_DATA_WIDTH-1:0]   M_AXI_RDATA,
        input   wire [1:0]                      M_AXI_RRESP,
        input   wire                            M_AXI_RVALID,
        output  wire                            M_AXI_RREADY,
        output  wire [C_M_AXI_ADDR_WIDTH-1:0]   M_AXI_AWADDR,
        output  wire                            M_AXI_AWVALID,
        input   wire                            M_AXI_AWREADY,
        output  wire [C_M_AXI_DATA_WIDTH-1:0]   M_AXI_WDATA,
        output  wire [3:0]                      M_AXI_WSTRB,
        output  wire                            M_AXI_WVALID,
        input   wire                            M_AXI_WREADY,
        input   wire [1:0]                      M_AXI_BRESP,
        input   wire                            M_AXI_BVALID,
        output  wire                            M_AXI_BREADY
    );
    localparam  W_ADDR_DATA =   4'b0000;
    localparam  W_DONE      =   4'b0001;
    localparam  R_ADDR      =   4'b0000;
    localparam  R_DATA      =   4'b0001;
    localparam  R_DONE      =   4'b0010;
    reg [3:0]   state_write;
    reg [3:0]   state_read;
    reg [C_M_AXI_DATA_WIDTH-1:0]    r_read_data;
    reg                             w_done;
    reg                             r_done;
    reg [C_M_AXI_ADDR_WIDTH-1:0]    axi_araddr;
    reg                             axi_arvalid;
    reg                             axi_rready;
    reg [C_M_AXI_ADDR_WIDTH-1:0]    axi_awaddr;
    reg                             axi_awvalid;
    reg [C_M_AXI_DATA_WIDTH-1:0]    axi_wdata;
    reg                             axi_wvalid;
    reg [3:0]                       axi_wstrb;
    reg                             axi_bready;
    assign M_AXI_ARADDR     = axi_araddr;
    assign M_AXI_ARVALID    = axi_arvalid;
    assign M_AXI_RREADY     = axi_rready;
    assign M_AXI_AWADDR     = write_addr;
    assign M_AXI_AWVALID    = axi_awvalid;
    assign M_AXI_WDATA      = write_data;
    assign M_AXI_WVALID     = axi_wvalid;
    assign M_AXI_WSTRB      = axi_wstrb;
    assign M_AXI_BREADY     = axi_bready;
    assign read_data        = r_read_data;
    assign write_done       = w_done;
    assign read_done        = r_done;
    always @(posedge m_axi_aclk or negedge m_axi_aresetn) begin
        if (!m_axi_aresetn) begin
            state_write <=  W_ADDR_DATA;
            axi_awaddr  <=  0;
            axi_awvalid <=  1'b0;
            axi_wdata   <=  0;
            axi_wvalid  <=  1'b0;
            axi_wstrb   <=  0;
            axi_bready  <=  1'b0;
            w_done      <=  1'b0;
        end
        else if (write_ena) begin
            axi_awaddr  <=  write_addr;
            axi_wdata   <=  write_data;
            case (state_write)
                W_ADDR_DATA : begin
                    axi_awvalid <=  1'b1;
                    axi_wvalid  <=  1'b1;
                    axi_wstrb   <=  4'b1111;
                    w_done      <=  1'b0;
                    if (M_AXI_AWREADY && M_AXI_WREADY) begin
                        axi_awvalid <=  1'b0;
                        axi_wvalid  <=  1'b0;
                        axi_bready  <=  1'b1;
                        axi_awaddr  <=  write_addr;
                        axi_wdata   <=  write_data;
                        state_write <=  W_DONE;
                    end
                    else begin
                        state_write <=  W_ADDR_DATA;
                    end
                end 
                W_DONE : begin
                    if (M_AXI_BRESP == 0 && M_AXI_BVALID) begin
                        state_write <=  W_ADDR_DATA;
                        axi_awaddr  <=  write_addr;
                        axi_wdata   <=  write_data;
                        axi_awvalid <=  1'b1;
                        axi_wvalid  <=  1'b1;
                        axi_bready  <=  1'b0;
                        w_done      <=  1'b1;
                    end
                    else begin
                        state_write <=  W_DONE;
                    end
                end 
                default: begin
                    state_write <=  W_ADDR_DATA;
                    axi_awaddr  <=  0;
                    axi_awvalid <=  1'b0;
                    axi_wdata   <=  0;
                    axi_wvalid  <=  1'b0;
                    axi_wstrb   <=  0;
                    axi_bready  <=  1'b0;
                end 
            endcase
        end
        else begin
            state_write <=  W_ADDR_DATA;
            axi_awaddr  <=  0;
            axi_awvalid <=  1'b0;
            axi_wdata   <=  0;
            axi_wvalid  <=  1'b0;
            axi_wstrb   <=  0;
            axi_bready  <=  1'b0;
            w_done      <=  1'b0;
        end
    end
    always @(posedge m_axi_aclk or negedge m_axi_aresetn) begin
        if (!m_axi_aresetn) begin
            state_read  <=  R_ADDR;
            axi_araddr  <=  0;
            axi_arvalid <=  1'b0;
            axi_rready  <=  1'b0;
            r_read_data <=  0;
            r_done      <=  1'b0;
        end
        else if (read_ena == 1'b1) begin
            case (state_read)
                R_ADDR : begin
                    axi_araddr  <=  read_addr;
                    axi_arvalid <=  1'b1;
                    axi_rready  <=  1'b1;
                    r_done      <=  1'b0;
                    if(M_AXI_ARREADY) begin
                        state_read  <=  R_DATA;
                        axi_arvalid <=  1'b0;
                    end
                    else begin
                        state_read  <=  R_ADDR;
                    end
                end 
                R_DATA : begin
                    if (M_AXI_RVALID) begin
                        state_read  <=  R_ADDR;
                        r_read_data <=  M_AXI_RDATA;
                        axi_araddr  <=  read_addr;
                        axi_arvalid <=  1'b1;
                        axi_rready  <=  1'b1;
                        r_done      <=  1'b1;
                    end
                    else begin
                        state_read  <=  R_DATA;
                    end
                end
                default: begin
                    state_read  <=  R_ADDR;
                    axi_araddr  <=  0;
                    axi_arvalid <=  1'b0;
                    axi_rready  <=  1'b0;
                    r_done      <=  1'b0;
                    r_read_data <=  0;
                end
            endcase
        end
        else begin
            state_read  <=  R_ADDR;
            axi_araddr  <=  0;
            axi_arvalid <=  1'b0;
            axi_rready  <=  1'b0;
            r_read_data <=  0;
            r_done      <=  1'b0;
        end
    end
endmodule
</file>
<file path="./run.sh">
#!/bin/bash
# OpenROAD 26Q1-2900-gdf79404cd8, Yosys 0.63+post, stock flow scripts
make -C /OpenROAD-flow-scripts/flow DESIGN_CONFIG=/design/flow/config.mk WORK_HOME=/design/flow/orfs finish
</file>
<file path="./config.mk">
export PLATFORM = sky130hd
export DESIGN_NAME = AXI4LiteMaster
export DESIGN_NICKNAME = AXI4LiteMaster
export VERILOG_FILES = /design/flow/design.v
export SDC_FILE = /design/flow/constraint.sdc
export NUM_CORES = 4
export LEC_CHECK = 1
export CORE_AREA = 10 10 136 136
export DIE_AREA = 0 0 146 146
</file>
<file path="./constraint.sdc">
current_design AXI4LiteMaster

set clk_period 3.4
set clk_io_pct 0.2

create_clock -name clk0 -period $clk_period [get_ports {m_axi_aclk}]

set non_clock_inputs [all_inputs -no_clocks]
set_input_delay [expr $clk_period * $clk_io_pct] -clock clk0 $non_clock_inputs
set_output_delay [expr $clk_period * $clk_io_pct] -clock clk0 [all_outputs]
</file>
==> CHANGELOG.md <==
### Metrics

* Area Growth Syn to Fin at 45.7%
* Top-count cell post-synth: dfrtp_1
* Max stage delay cell, worst path: clkdlybuf4s50_1
* Vias per cell at 4.15
* Tool warning count at 27
* DR vias at 2365
* Initial antenna violation count at 0
* Routability Congestion at 0.763
* Synth flops at 75
* Mean Syn Cell Area at 12.4 um2
* Critical Path RT at 3.68 ns
* Top FF cell, synth: dfrtp_1
* Sink Count at 75
* Final wirelength at 9.75 mm
* Critical path class: input pin to register
* Post-layout period usage of the worst path at 60.9%
* Late-Pin Clk Latency at 0.34 ns
* Layout cells sized above 1 at 8.19%
* Antenna cell count at 0
* I/O Buffers at 149
* VDD IR max at 0.000254 V
* Average wire per standard cell at 17.1 um
* Outcome: completed
* Initial Util at 21.1%
* Post-synth ARST share at 100%
* Synth Seq Share at 56.6%
* Leakage power at 2.07 nW
* Fmax at 0.483 GHz
* Cell count after synthesis at 267
* Max stage delay on crit path at 0.79 ns
* Critical Path AT at 2.35 ns
* Post-synth top cells: 73 x dfrtp_1, 72 x buf_4, 59 x a22o_1, 8 x o21ai_0, 7 x buf_2
* Rel. slew slack at 65.5%
* Crit. End Element: register
* Post-CTS Setup Bufs at 0
* Worst Hold Class: input pin to asynchronous set/reset pin
* DP Worst Slack at 0.960 ns
* Die footprint at 21300 um2
* Number of I/O pins at 280
* Yosys warns at 1
* GRT busiest layer: met2
* Post-DP HPWL at 7.22 mm
* First-pass GRT wire length at 15.5 mm
* Yosys stat area at 3320 um2
* Chip height at 146 um
* Cell taking the most area after synthesis: dfrtp_1
* # DRC at 0
* Setup Skew at 0.00652 ns
* Crit path launch type: input pin
* Cell variety after synth at 30
* Number of max-cap violations at 0
* Remaining antenna violation count at 0
* CTS Root Cell: clkbuf_16
* Max-slew violation count at 0
* Cell Count, Final, Fillers Out at 570
* Power Density at 468 nW/um2
* Met3 usage at 5.05%
* Number of enable flip-flop cells at 0
* Met1 usage at 11.1%
* Placement row count at 46
* Sum of negative setup slack at 0 ns
* CTS Buf Count at 9
* Final min period at 2.07 ns
* # Cells Yosys at 267
* Critical path cell sequence: clkdlybuf4s50_1 -> nand2_2 -> nor2_2 -> buf_4 -> a22o_1
* Setup violations, final at 0
* RSZ-0062 raised after global routing: false
* Hold WS at 0.297 ns
* Met2 usage at 13.2%
* CTS H-Tree Depth at 3
* Die Width at 146 um
* Synthesized area at 3320 um2
* Reg clk slew, reported paths at 0.06 ns
* Largest net degree at the start of global routing at 39
* Number of global-route vias before repair at 2660
* Inst Count DP at 554
* All-Layer GR Usage at 8.96%
* DRT iter0 DRCs at 121
* Top-area cell type share of the netlist area at 55.0%
* Drt pass-1 iters at 4
* Placeable Area at 15700 um2
* Worst Tran Pin Value at 0.515 ns
* Setup WS post-layout at 1.33 ns
* Final Hold Fails at 0
* Max FO, Critical Path at 34
* Top cells by area: dfrtp_1 55%, buf_4 16%, a22o_1 16%
* CTS Hold Buffers Added at 0
* Global route total overflow at 0
* Post-cts sizing count at 0
* CTS tree: built
* Clock Path Buffers at 2
flip-flops by register name, summed over array words and instances, names as in the netlist:
signal / cells
axi_araddr: 32
r_read_data: 32
state_read: 2
state_write: 2
axi_arvalid: 1
axi_awvalid: 1
axi_bready: 1
axi_rready: 1
axi_wstrb: 1
r_done: 1
w_done: 1
area by class of cell:
class	count	area (um2)
Clock inverter	5	85.1
Multi-Input combinational cell	108	835
Sequential cell	75	1880
Tap cell	216	270
Clock buffer	11	243
Inverter	1	3.75
Timing Repair Buffer	154	1530
Fill cell	1551	10900
worst paths after layout:
kind	from	endpoint	slack [ns]	depth (start not counted)
worst min register to register	axi_rready$_DFFE_PN0P_	axi_rready$_DFFE_PN0P_	0.48	1
min in group clk0	axi_rready$_DFFE_PN0P_	axi_rready$_DFFE_PN0P_	0.48	1
max in group asynchronous	m_axi_aresetn	state_read[0]$_DFF_PN1_	2.19	2
worst max-delay path	read_ena	axi_araddr[19]$_DFFE_PN0P_	1.33	5
worst max register to register	state_read[1]$_DFF_PN0_	r_read_data[7]$_DFFE_PN0P_	1.67	4
worst min-delay path	m_axi_aresetn	r_read_data[6]$_DFFE_PN0P_	0.30	1
stage by stage:
step / util [%] / total power [mW] / instance area [um2]
global route: 30.8 / 2.38 / 4840
global placement: 28.7 / 1.24 / 4510
detailed placement: 28.7 / 1.24 / 4510
CTS: 30.8 / 2.31 / 4840
floorplan: - / 1.08 / 3320
finish: 30.8 / 2.27 / 4840
power by group:
part | leakage (nW) | internal, mW | total [mW] | switching, mW
Sequential | 1.01 | 0.933 | 0.963 | 0.0292
Clock | 0.156 | 0.666 | 1.05 | 0.379
Combinational | 0.904 | 0.174 | 0.259 | 0.0849
layout by cell type, fill, tap and decap left out, drive strengths merged, types with 3 or more instances in the layout:
| cell | synthesis | layout |
|---|---|---|
| clkdlybuf4s50 | 0 | 148 |
| dfrtp | 73 | 73 |
| a22o | 59 | 59 |
| clkbuf | 2 | 11 |
| o21ai | 8 | 8 |
| nand3 | 6 | 6 |
| buf | 81 | 6 |
| nor2 | 6 | 6 |
| o211ai | 5 | 5 |
| nand2b | 3 | 3 |
| a21oi | 3 | 3 |
| nand2 | 3 | 3 |
layer usage:
metal  vias to the layer above  share of wire [%]
li1                       1059                  -
met1                      1117                 41
met2                       150                 44
met3                        39                 12
met4                         0                3.0
met5                         -                  0
worst max-delay path, delay by kind of cell:
family          cells  cell delay (ns)
simple gates        2             0.27
buf+inv             2             1.14
compound gates      1             0.22
cell families after synthesis:
kind of cell,Yosys count,share of synthesized area [%]
AND-OR/OR-AND,84,20.7
buffers and inverters,84,18.3
flip-flops,75,56.6
AND/OR/NAND/NOR,23,4.14
multiplexers,1,0.301
Power is estimated from default activity; no workload was simulated.
